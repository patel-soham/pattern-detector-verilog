<file path="flow/config.mk">
export PLATFORM = sky130hd
export DESIGN_NAME = pattern
export DESIGN_NICKNAME = pattern
export VERILOG_FILES = /design/flow/design.v
export SDC_FILE = /design/flow/constraint.sdc
export NUM_CORES = 4
export LEC_CHECK = 1
export CORE_AREA = 10 10 70 70
export DIE_AREA = 0 0 80 80
</file>
<file path="flow/run.sh">
#!/bin/bash
# OpenROAD 26Q1-2900-gdf79404cd8, Yosys 0.63+post, stock flow scripts
make -C /OpenROAD-flow-scripts/flow DESIGN_CONFIG=/design/flow/config.mk WORK_HOME=/design/flow/orfs finish
</file>
<file path="flow/constraint.sdc">
current_design pattern

set clk_period 1.2
set clk_io_pct 0.2

create_clock -name clk0 -period $clk_period [get_ports {clk}]

set non_clock_inputs [all_inputs -no_clocks]
set_input_delay [expr $clk_period * $clk_io_pct] -clock clk0 $non_clock_inputs
set_output_delay [expr $clk_period * $clk_io_pct] -clock clk0 [all_outputs]
</file>
<file path="flow/design.v">
module pattern(clk, rst, valid, in, out);
parameter RST=3'b000,
		  S1=3'b001,
		  S10=3'b010,
		  S101=3'b011,
		  S1011=3'b100,
		  S10110=3'b101;
input clk, rst, valid, in;
output reg out;
reg [2 : 0] cs, ns;
always @ (posedge clk) begin
	if (rst == 1) begin
		out = 0;
		cs = RST;
	end
	else begin
		if (valid == 1) begin
		out = 0;
			case (cs)
				RST: begin
					if (in == 1) cs = S1;
					else cs = RST;
				end
				S1: begin
					if (in == 1) cs = S1;
					else cs = S10;
				end
				S10: begin
					if (in == 1) cs = S101;
					else cs = RST;
				end
				S101: begin
					if (in == 1) cs = S1011;
					else cs = S10;
				end
				S1011: begin
					if (in == 1) cs = S1;
					else begin
						cs = RST;
						out = 1;
					end
				end
            	default: begin
					cs = RST;
					out = 0;
				end
			endcase
		end
		else begin
			out = 0;
		end
	end
end
endmodule
</file>
==> notes.md <==
The run finished with clean final reports. Violation count after the first detailed-routing iteration: 14. The cell with the largest stage delay on the worst path is clkdlybuf4s50_1. The via count was 196; the register-to-register setup slack was 0.45 ns. The number of cells traversed by the worst hold path is 2.

The cell at the root of the clock tree was clkbuf_4. The run gives 7 as the maximum number of pins on one net before global-route repair. With the cell area power density at 1130 mW/mm^2, the initial core utilization is 6.96%. In the final layout, the fill cell count is 393. With the number of max-cap violations at 0, the final core area utilization is 11.1%. The actual transition at the worst max-transition pin is 0.178 ns. DRC violations left: 0. Measured along the x axis, the die boundary spans 80 um.

With the number of placement rows at 21, the yosys stat cell total is 24. Register bit count reported by yosys: 6. The run gives 0.24 ns as the clock network latency to the later pin of the worst-skew pair.

For the worst reg-to-reg path, the startpoint reported by OpenROAD is cs[1]$_DFF_P_. Counting along the longest clock path gives a buffer depth of 2. The number of cells on the critical path came out at 4. The average instance in the mapped netlist occupies 9.91 sq um.

Final-report hold violation count: 0. The die extent in y is 80 um, and the setup slack of the critical path after layout is 0.197 ns. Clock tree synthesis inserted a total of 3 buffers. The critical-path maximum fanout was 6; the reported leakage power was 0.131 nW.

Together, buffers and inverters on the worst path number 2. The capture instance of the worst register-to-register path is cs[3]$_DFF_P_. The area fraction in and, or, nand and nor cells is 23.7%, and the multiplexer share of the synthesized area is 0%. Of the total synthesized cell area, the portion taken by AND-OR and OR-AND cells is 24.2%. The launch point of the worst path is valid. Per the post-route antenna check, the number of violating nets is 0.

Walking the worst path, the cells encountered are clkdlybuf4s50_1 > buf_4 > nand3_1 > a21oi_1. Yosys shows that the main logic family after synthesis is AND-OR/OR-AND gates. The run gives 1 as the number of warning messages in the yosys log. The top cell family by delay on the critical path was buffers and inverters.

The tools report the global-route total usage across every layer as 1.55%. Setup repair after global routing left no endpoint under its margin. The pre-CTS setup check shows a worst slack of -0.0313 ns. The per-cell via count in the routed design came out at 2.45. The multi-input combinational cells in the finished layout cover a total of 114 sq um. The run gives 25 for the number of warnings the tools reported.

The worst setup path is captured at a register. The clock-pin slew reported for the worst setup and hold paths after clock tree synthesis was 0.04 ns. TritonCTS built the clock tree.

Post-CTS timing repair inserted 0 buffers for setup. The number of port buffers was 4; the post-route clock skew was 0.00216 ns. The tools report the total die size as 0.00640 sq mm.

The first global-routing pass estimated 772 um of wire. The worst max-slew margin expressed relative to the limit is 88.1%, and the top-level I/O count is 5. After its last routability iteration, the placer logged a weighted congestion of 0.688.

The run gives 1 for the maximum level of the CTS H-tree. The run gives 0% for the fraction of synthesized cell area in xor and xnor cells. The classification of the worst-slack hold path is register to register. VDD sags by at most 0.000161 V. The count of inserted antenna diode cells is 0. The worst setup path is launched from an input port. The wire length per cell after detailed routing was 5.80 um; the layout cell share with drive strength beyond 1 was 29.4%. Sequential cell area: 120 sq um. The capture point of the critical path was reported as cs[4]$_DFF_P_. The first TritonRoute pass finished after 2 iterations. After floorplanning, the core was sized to cover 0.00342 sq mm.

The last timing report of the flow puts the setup violation total at 0. The wire length recorded after detailed routing is 464 um. Share of the cycle needed by the critical path after routing: 83.6%. Chip area from the yosys synthesis statistics: 238 sq um. The tools report the post-DP HPWL as 383 um.

The critical path is of the input port to register type. The run gives 0.55 ns for the critical path's largest stage delay. Data arrives at the worst endpoint at 1.17 ns. In the post-synthesis netlist, the biggest area contributors are dfxtp_1 (51%), nand2b_1 (7.9%), a211oi_2 (5.3%). Sequential cells were found to cover 50.5% of the synthesized design area. The library cell occupying the most area in the post-synthesis netlist is dfxtp_1.

Recorded from the global router log, the overflow total was 0. The tools report the via count of the first global-routing pass as 195. The cell-mix breakdown from Yosys lists the adder-cell area share as 0%. STA shows the worst reg2reg path with a cell count of 2.

Counting I/O delays and the setup requirement, the final critical path takes 1.00 ns. The netlist area before placement was 238 sq um; the number of max-slew violations in the final report was 0. The layout overhead on the synthesized area was 59.5%; the initial antenna violation count was 0. Synthesis produced 24 cells. Derived from the worst setup path, the maximum achievable clock frequency is 0.997 GHz.

CTS sink count: 6. With the proportion of netlist area held by the largest area contributor at 50.5%, the data required time at the worst endpoint is 1.36 ns. The tools report the number of distinct library cells after synthesis as 15.
-- synthesized netlist by cell type --
cell	instances
a211oi_2	1
a21oi_1	2
a21oi_2	1
and2b_4	1
and3b_1	1
dfxtp_1	6
inv_1	1
nand2_1	1
nand2b_1	3
nand3_1	2
nor3_1	1
o21ai_0	1
o21ai_1	1
o21ai_2	1
o21bai_1	1
-- worst min-delay path, stage by stage, from the launching register on --
cell      delay (ns)
dfxtp_1         0.31
inv_1           0.06
a211oi_2        0.05
-- placed cells by master (no fill, tap or decap), drive strengths merged --
cell type      instances
clkbuf                 3
and3b                  1
dfxtp                  6
buf                    3
and2b                  1
o21bai                 1
inv                    1
a21oi                  3
nor3                   1
nand2                  1
nand2b                 3
o21ai                  3
a211oi                 1
clkdlybuf4s50          3
nand3                  2
dlygate4sd2            1
-- per-stage QoR --
stage	instances	hold WS [ns]	total power [mW]	setup TNS (ns)	instance area, sq um
floorplan	24	0.302	0.233	0	238
global placement	77	0.463	0.258	-0.00927	358
detailed placement	77	0.474	0.259	-0.0790	358
CTS	80	0.480	0.443	0	379
global route	80	0.506	0.457	0	379
finish	80	0.476	0.429	0	379
-- final cells by class --
class                   count  share of cell area, %
inverters                   1                  0.990
flip-flops and latches      6                   31.7
repair buffers              7                   16.2
multi-input cells          17                   30.0
well taps                  46                   15.2
clock buffers               3                   5.94
-- routing by layer --
layer	wire [um]	global-route usage, %
met1	197	1.47
met2	174	1.93
met3	92	1.93
met4	0	0.704
met5	0	0
-- flip-flops by register name, indices dropped and copies added, names as in the netlist --
register	count
out	1
cs	5
-- kinds of logic (layout without fill, tap and decap cells) --
| family | count (synthesis) | after routing |
|---|---|---|
| buffers and inverters | 1 | 11 |
| AND/OR/NAND/NOR | 9 | 9 |
| flip-flops | 6 | 6 |
| AND-OR/OR-AND | 8 | 8 |
-- worst min-delay path by stage --
| stage | startpoint | slack [ns] | endpoint |
|---|---|---|---|
| 4_1_cts | cs[3]$_DFF_P_ | 0.48 | cs[3]$_DFF_P_ |
| 5_1_grt | cs[3]$_DFF_P_ | 0.51 | cs[3]$_DFF_P_ |
| 6_report | cs[3]$_DFF_P_ | 0.48 | cs[3]$_DFF_P_ |
-- report_power, final --
group	internal, mW	switching (mW)	total (mW)
logic	0.0270	0.0167	0.0437
clock network	0.112	0.0611	0.173
registers	0.207	0.00465	0.212
total	0.346	0.0824	0.429
-- timing repair --
item	in CTS	in global routing
setup endpoints to repair	1	0
resized	1	0
hold buffers	0	0
Power figures rest on the tool's default switching activity, not on a simulated workload.
